==> design.v <==
`timescale 1ns / 1ps
module CU (clk,rst, instr, result2, operand1, operand2, offset, opcode, sel1, sel3,w_r);
    parameter DATA_WIDTH = 8;  
    parameter ADDR_BITS = 5;  
    parameter INSTR_WIDTH =20; 
    input clk,rst;
    input [INSTR_WIDTH-1:0]instr;
    input [DATA_WIDTH-1:0] result2;
    output reg [DATA_WIDTH-1:0] operand1;
    output reg [DATA_WIDTH-1:0] operand2;
    output reg [DATA_WIDTH-1:0] offset;
    output reg [3:0] opcode;
    output reg sel1, sel3, w_r;
    reg [DATA_WIDTH-1:0] regfile [0:3];
    reg [INSTR_WIDTH-1:0]instruction;
    parameter RESET = 4'b0000;
    parameter DECODE = 4'b0001;
    parameter EXECUTE = 4'b0010;
    parameter MEM_ACCESS = 4'b0100;
    parameter WRITE_BACK = 4'b1000;
    reg [3:0] state = RESET;
    always @(posedge clk) begin
        instruction = instr;
        case (state)
            RESET : begin  
                if (instruction[19:18] == 2'b00)  begin
                    state = RESET; 
                    end else begin
                    state = DECODE;  
                    end
                regfile[0]<= 8'd0;
                regfile[1]<= 8'd1;
                regfile[2]<= 8'd2;
                regfile[3]<= 8'd3;
                operand1 <= #(DATA_WIDTH)'d0;
                operand2 <= #(DATA_WIDTH)'d0;
                offset <= #(DATA_WIDTH)'d0;
                opcode <= 4'b1111;
                sel1 <= 0;
                sel3 <= 0;
                w_r <= 0;
            end
            DECODE : begin  
                state = EXECUTE;  
                if (instruction[19:18] == 2'b1) begin  
                    operand1 <= regfile[instruction[15:14]];  
                    operand2 <= regfile[instruction[13:12]];  
                    offset <= instruction[11:4];
                    opcode <= instruction[3:0];
                   sel1 <= 1;
                    sel3 <= 0;
                    w_r <= 0;
                end else if (instruction[19:18] == 2'b10) begin  
                    operand1 <= regfile[instruction[15:14]];  
                    operand2 <= regfile[instruction[17:16]];  
                    offset <= instruction[11:4];
                    opcode <= instruction[3:0];
                    sel1 <= 0;  
                    sel3 <= 1;  
                    w_r <= 0;
                end else if (instruction[19:18] == 2'b11) begin  
                    operand1 <= regfile[instruction[15:14]];  
                    operand2 <= regfile[instruction[17:16]];  
                    offset <= instruction[11:4];
                    opcode <= instruction[3:0];
                    sel1 <= 0;  
                    sel3 <= 1;  
                    w_r <= 0;
                end
            end
            EXECUTE: begin  
                state = MEM_ACCESS;  
                if (instruction[19:18] == 2'b01) begin  
                    state = WRITE_BACK;
                    operand1 <= regfile[instruction[15:14]];  
                    operand2 <= regfile[instruction[13:12]];  
                    offset <= instruction[11:4];
                    opcode <= instruction[3:0];
                    sel1 <= 1;
                    sel3 <= 0;
                    w_r <= 0;
                end else if (instruction[19:18] == 2'b10) begin  
                    operand1 <= regfile[instruction[15:14]];  
                    operand2 <= regfile[instruction[17:16]];  
                    offset <= instruction[11:4];
                    opcode <= instruction[3:0];
                    sel1 <= 0;  
                    sel3 <= 1;  
                    w_r <= 0;
                end else if (instruction[19:18] == 2'b11) begin  
                    operand1 <= regfile[instruction[15:14]];  
                    operand2 <= regfile[instruction[17:16]];  
                    offset <= instruction[11:4];
                    opcode <= instruction[3:0];
                    sel1 <= 0;  
                    sel3 <= 1;  
                    w_r <= 0;
                end
            end
            MEM_ACCESS: begin  
                state = WRITE_BACK;  
                if (instruction[19:18] == 2'b10) begin  
                    operand1 <= regfile[instruction[15:14]];  
                    operand2 <= regfile[instruction[17:16]];  
                    offset <= instruction[11:4];
                    opcode <= instruction[3:0];
                    sel1 <= 0;  
                    sel3 <= 1;  
                    w_r <= 0;
                end else if (instruction[19:18] == 2'b11) begin  
                    state = DECODE;
                    operand1 <= regfile[instruction[15:14]];  
                    operand2 <= regfile[instruction[17:16]];  
                    offset <= instruction[11:4];
                    opcode <= instruction[3:0];
                    sel1 <= 0;  
                    sel3 <= 1;  
                    w_r <= 1; 
                end
            end
            WRITE_BACK: begin  
                state = DECODE;  
                if (instruction[19:18] == 2'b01) begin  
                    regfile[instruction[17:16]] <= result2;  
                    operand1 <= regfile[instruction[15:14]];  
                    operand2 <= regfile[instruction[13:12]];  
                    offset <= instruction[11:4];
                    opcode <= instruction[3:0];
                    sel1 <= 1;
                    sel3 <= 0;
                    w_r <= 0;
                end else if (instruction[19:18] == 2'b11) begin  
                    state = DECODE;
                end else if (instruction[19:18] == 2'b10) begin  
                    regfile[instruction[17:16]] <= result2;  
                    operand1 <= regfile[instruction[15:14]];  
                    operand2 <= regfile[instruction[17:16]];  
                    offset <= instruction[11:4];
                    opcode <= instruction[3:0];
                    sel1 <= 0;  
                    sel3 <= 1;  
                    w_r <= 0;
                end
            end
            default:  
            state = RESET;  
        endcase
    end
endmodule
==> run.sh <==
#!/bin/bash
# OpenROAD 26Q1-2900-gdf79404cd8, Yosys 0.63+post, stock flow scripts
make -C /OpenROAD-flow-scripts/flow DESIGN_CONFIG=/design/flow/config.mk WORK_HOME=/design/flow/orfs finish
==> config.mk <==
export PLATFORM = sky130hd
export DESIGN_NAME = CU
export DESIGN_NICKNAME = CU
export VERILOG_FILES = /design/flow/design.v
export SDC_FILE = /design/flow/constraint.sdc
export NUM_CORES = 4
export LEC_CHECK = 1
export CORE_UTILIZATION = 40
==> constraint.sdc <==
current_design CU

set clk_period 7.5
set clk_io_pct 0.2

create_clock -name clk0 -period $clk_period [get_ports {clk}]

set non_clock_inputs [all_inputs -no_clocks]
set_input_delay [expr $clk_period * $clk_io_pct] -clock clk0 $non_clock_inputs
set_output_delay [expr $clk_period * $clk_io_pct] -clock clk0 [all_outputs]
==> results.json <==
{
  "hold_class": "reg2reg",
  "synth.avg_cell_area_um2": 12.5,
  "cts.sinks": 67,
  "cts_tree": "yes",
  "clk_pin_slew_ps": 70,
  "r2r-end": "regfile[0][0]$_SDFFCE_PN0P_",
  "num_vias": 2406,
  "rr_worst_depth": 6,
  "hold_buffers": 0,
  "ys_area_mm2": 0.00359,
  "yosysTopAreaCell": "edfxtp_1",
  "grt_pass1_vias": 2382,
  "fp_util": 0.411,
  "drt-vias-per-instance": 5.25,
  "topCellsByArea": "edfxtp_1 (53%), and2_1 (5.1%), mux4_2 (5.0%)",
  "num_rows": 34,
  "area_growth_syn_to_layout_pct": 24.5,
  "finalClockSkew_ps": 9.94,
  "max_freq_mhz": 270,
  "ys_seq_frac": 0.550,
  "drive_gt1_frac": 0.129,
  "dp_hpwl_mm": 5.00,
  "n_antenna_cell": 0,
  "cp_data_arrival_time_ps": 3700,
  "setup_viol": 0,
  "root_buffer": "clkbuf_8",
  "tightest_slew_ps": 623,
  "clk_path_buf_depth": 2,
  "outcome": "completed",
  "drt-total-wl_mm": 6.95,
  "maxCapViolCount": 0,
  "yosys_warnings": 1,
  "power_uw": 1700,
  "gp_congestion": 0.804,
  "drtIter0Drc": 87,
  "antenna_found_initial": 0,
  "dr.pass1.iters": 4,
  "p_leak_uw": 0.00165,
  "synth_area_mm2": 0.00359,
  "rsz0062_at_grt": "false",
  "numCtsBuffers": 9,
  "syn_inst": 288,
  "io_pins": 61,
  "synth-edff-count": 63,
  "core_area_mm2": 0.00872,
  "numPortBuffers": 59,
  "postCtsSetupRepairBufs": 0,
  "hold_path_depth": 2,
  "comb_area_mm2": 0.00148,
  "die_w_um": 96.7,
  "grt_max_degree": 32,
  "clk_latency_ps": 330,
  "wl_per_cell_um": 15.2,
  "fin_crit_ps": 3700,
  "ys_cells": 288,
  "r2r-start": "state[3]$_DFF_P_",
  "post-synth-top-count-cell": "edfxtp_1",
  "cellPowerDensity_mw_per_mm2": 380,
  "grt_overflow": 0,
  "critPathCaptureType": "flip-flop",
  "flop_cell": "edfxtp_1",
  "ant_nets": 0,
  "common_cells": "edfxtp_1 (63), nor2_1 (34), and2_1 (29)",
  "min_from": "operand2[1]$_DFFE_PP_",
  "htree_levels": 3,
  "worst_ep_required_time_ps": 7500,
  "timing_hold_violations_final": 0,
  "cts.repair.resized": 0,
  "period_used_share": 0.494,
  "critPathLaunchType": "input port",
  "worstPathMaxFanout": 12,
  "grt_pass1_wl_mm": 11.7,
  "synthArstFlopShare": 0,
  "reg2reg_slack_ps": 4840,
  "peakVddDrop_mv": 0.149,
  "slew_headroom": 0.584,
  "openroad.warnings": 31,
  "drv_slew": 0,
  "crit_type": "in2reg",
  "die_h_um": 96.7,
  "drc": 0,
  "die_area_mm2": 0.00935,
  "yosysTopAreaCellShare": 0.527,
  "numSynthFlops": 67,
  "ys_types": 52,
  "holdPathEnd": "operand2[1]$_DFFE_PP_",
  "regArea_mm2": 0.00197,
  "fillers": 757,
  "gr-usage-all-layers": 0.163,
  "setup-tns-final_ps": 0
}
-- registers in the layout, summed over array words and instances (netlist names) --
name and count:
regfile 32, offset 8, operand1 8, operand2 8, opcode 4, state 4, sel1 1, sel3 1
w_r 1
-- worst max-delay path by stage --
stage,startpoint,to
after CTS,instr[19],regfile[0][1]$_SDFFCE_PN0P_
after global routing,instr[19],regfile[0][1]$_SDFFCE_PN0P_
final,instr[19],regfile[0][0]$_SDFFCE_PN0P_
-- cell families (layout without fill, tap and decap cells) --
logic type | after synthesis | in the layout | synth area share
AOI/OAI and AO/OA | 56 | 56 | 0.126
xor gates and xnor gates | 2 | 2 | 0.00698
adders and majority gates | 6 | 6 | 0.0209
buffers and inverters | 25 | 87 | 0.0412
DFF | 67 | 67 | 0.550
muxes | 23 | 23 | 0.0921
and+or+nand+nor | 109 | 109 | 0.163
-- metal layers --
layer  wire (um)  global-route usage  up-vias
met1        3310               0.268     1120
li1            -                   -     1203
met5           0                   0        -
met2        3230               0.241       78
met4          59              0.0195        0
met3         359              0.0463        5
-- final cells by class --
class                   instances  share of cell area
inverters                       7             0.00588
clock buffers                   9              0.0277
flip-flops and latches         67               0.441
multi-input cells             196               0.332
well taps                     108              0.0303
repair buffers                 65               0.142
clock inverters                 6              0.0204
-- critical path, stage by stage --
cell and delay, ps:
clkdlybuf4s50_1 490, inv_1 110, ha_1 350, nor2_1 80
nor3_1 160, buf_4 220, nor3b_2 410, inv_1 80
nand2_1 280
-- report_power, final --
| group | internal, uW | switching (uW) | total (uW) |
|---|---|---|---|
| Clock | 186 | 136 | 321 |
| Combinational | 310 | 324 | 634 |
| Sequential | 633 | 110 | 743 |
-- layout by cell type, fill, tap and decap left out, types with 2 or more instances in the layout --
master	count
o21a_1	3
o21ai_2	2
mux4_2	8
o211ai_1	2
clkdlybuf4s50_1	59
a221oi_1	2
a221o_1	4
nor2b_1	4
a21oi_1	2
o221ai_1	7
dfxtp_1	4
bufinv_16	2
o21ai_1	2
nor2_1	34
nor3b_2	2
nand2_1	18
nor3_1	4
inv_1	7
o21ai_0	2
edfxtp_1	63
and2_1	29
nand2b_2	2
clkbuf_8	9
ha_1	6
clkinvlp_4	3
or3b_1	2
a22oi_1	18
buf_4	6
mux2i_1	15
a31oi_1	3
nand2b_1	3
o22ai_1	2
-- per-stage QoR --
stage	area (um2)	utilization	setup slack, ps	hold WS, ps	std cells
after global placement	4250	0.488	3500	554	443
final	4470	0.512	3800	584	458
after detailed placement	4250	0.488	3450	566	443
after floorplan	3590	-	3500	503	288
after global routing	4470	0.512	3540	617	458
after CTS	4470	0.512	3780	589	458
